**design.v**
```verilog
module counter
(
	input reset,
	input clk_in,
	input tim025,
	input sig_in,
	output reg [7:0] data_out
);
reg [7:0] counter;
reg q1, q2;
reg res;
always @(posedge clk_in or negedge reset)
begin
	if(reset == 1'b0) begin
		q1 <= 1'b0;
		q2 <= 1'b0;
	end
	else begin
		q1 <= sig_in;
		q2 <= q1;
	end
end
always @(*)
begin
	res <= q1 & (~q2);
end
always @(posedge clk_in or negedge reset)
begin
	if(reset == 1'b0) begin
		counter <= 8'b0;
		data_out <= 8'b0;
	end
	else begin
		if(tim025 == 1'b0) begin		 
			if(res == 1'b1) begin
				if(counter == 8'd250) begin
					counter <= 8'd250;	 
				end
				else begin
					counter <= counter + 8'b1;
				end
			end
		end
		else begin
			data_out <= counter;
			counter <= 8'b0;
		end
	end
end
endmodule
module freq9600
(
	input reset,
	input clk_in,
	output reg clk_9600
);
reg [11:0] tim_tmp;
always @(posedge clk_in or negedge reset)
begin
	if(reset == 1'b0) begin		 
		tim_tmp <= 12'b0;
		clk_9600 <= 1'b0;
	end
	else begin
		if(tim_tmp ==  2604) begin
			tim_tmp <= 0;
			clk_9600 <= ~clk_9600;
		end
		else begin
			tim_tmp <= tim_tmp + 12'b1;
		end
	end
end
endmodule
module protocol_out
(
	input reset,
	input start,
	input [7:0] data_in,
	input sig_in,
	output reg [7:0] data_out
);
always @(*)
begin
	if(reset == 1'b0) begin
		data_out = 8'b0;
	end
	else begin
		if(start == 1'b1) begin 		 
			data_out = 8'hff;
		end
		else begin
			if(data_in < 8'd20) begin	 
				if(sig_in == 1'b1) begin
					data_out = 8'd1;	 
				end
				else begin
					data_out = 8'd2;	 
				end
			end
			else begin
				data_out = data_in;		 
			end
		end
	end
end
endmodule
module select8
(
	input reset,
	input clk_in,
	input [8:1] in,			 
	input time_025,			 
	output reg start,
	output reg out				 
);
reg [3:0] addr;
always @(posedge clk_in or negedge reset)
begin
	if(reset == 1'b0) begin
		addr <= 4'd0;
	end
	else begin
		if(time_025 == 1'b1) begin
			if(addr == 4'd8)	begin
				addr <= 4'd0;
			end
			else begin
				addr <= addr + 4'd1;
			end
		end
	end
end
always @(*)
begin
	if(addr == 4'd00) begin
		start = 1'b1;
	end
	else begin
		start = 1'b0;
	end
end
always @(*)
begin
	case(addr)
		4'd00: 
			out = 1'bx;
		4'd01:
			out = in[1];
		4'd02: 
			out = in[2];
		4'd03:
			out = in[3];
		4'd04: 
			out = in[4];
		4'd05:
			out = in[5];
		4'd06: 
			out = in[6];
		4'd07:
			out = in[7];
		4'd08: 
			out = in[8];
		default: 
			out = 1'bx;
	endcase
end
endmodule
module timer025
(
	input reset,
	input clk_in,
	output reg out_025s
);
parameter FRQ = 2400;
reg[11:0] tmp;
always @(posedge clk_in or negedge reset)
begin
	if(reset == 1'b0) begin
		tmp <= 12'b0;
		out_025s <= 1'b0;
	end
	else begin
		if(tmp == FRQ) begin
			tmp <= 12'b0;
			out_025s <= 1'b1;
		end
		else begin
			tmp <= tmp + 12'b1;
			out_025s <= 1'b0;
		end
	end
end
endmodule
module top
(
	input reset,
	input clk_in,
	input [7:0] sig_in,
	input uart_data_in,
	output uart_out,
	output [7:0] sw_out
);
wire fre9600_wire;
wire time025_wire;
wire sig_selected_wire;
wire start_frame_wire;
wire [7:0] counter_data_wire;
wire [7:0] counter_data_protocal_wire;
freq9600			f9600(.reset(reset), .clk_in(clk_in), .clk_9600(fre9600_wire));
timer025 		t25(.reset(reset), .clk_in(fre9600_wire), .out_025s(time025_wire));
select8 		s8(.reset(reset), .clk_in(fre9600_wire), .in(sig_in), .time_025(time025_wire), .out(sig_selected_wire), .start(start_frame_wire));
counter			ct1(.reset(reset), .clk_in(clk_in), .tim025(time025_wire), .sig_in(sig_selected_wire), .data_out(counter_data_wire));
protocol_out	p1(.reset(reset), .start(start_frame_wire), .data_in(counter_data_wire), .sig_in(sig_selected_wire), .data_out(counter_data_protocal_wire));
uart_sender 	u_s1(.reset(reset), .clk_in(fre9600_wire), .time025(time025_wire), .data_in(counter_data_protocal_wire), .data_out(uart_out));
uart_receiver	u_r1(.reset(reset), .clk_in(fre9600_wire), .data_in(uart_data_in), .out(sw_out));
endmodule
module uart_receiver
(
	input reset,
	input clk_in,
	input data_in,
	output reg [7:0] out
);
reg [2:0] current_st, next_st;
reg [3:0] shift_count;
reg [7:0] shift_data; 
always @ (posedge clk_in or negedge reset)
begin
	if(reset == 1'b0) begin
		shift_count <= 4'b0;
		shift_data <= 8'b0;
	end
	else begin
		case (current_st)
			3'b000:
			begin
				shift_count <= 4'b0;
				shift_data <= 8'b0;
			end	
			3'b001:
			begin
				shift_data <= {data_in, shift_data[7:1]};
				shift_count <= shift_count + 4'b1;
			end
			3'b010:
			begin
				out <= shift_data;
			end
			default:
				;
		endcase
	end
end
always @ (*)
begin
	case (current_st)
		3'b000:
		begin
			if(data_in == 1'b0) begin
				next_st = 3'b001;
			end
			else begin
				next_st = 3'b000;
			end
		end
		3'b001:
		begin
			if(shift_count == 4'd7) begin
				next_st = 3'b010;
			end
			else begin
				next_st = 3'b001;
			end
		end	
		3'b010:
		begin
			next_st = 3'b000;
		end
		default:
			;
	endcase
end
always @ (posedge clk_in or negedge reset)
begin
	if(reset == 1'b0) begin
		current_st <= 3'b000;
	end
	else begin
		current_st <= next_st;
	end
end
endmodule
module uart_sender
(
	input reset,
	input clk_in,
	input time025,
	input [7:0] data_in,
	output reg data_out
);
reg data_start;
reg data_end;
reg [7:0] data_reg;
reg [2:0] current_st, next_st;
reg [3:0] shift_count;
always @(posedge clk_in or negedge reset)
begin
	if(reset == 1'b0) begin
		shift_count <= 4'b0;
	end
	else begin
		case(current_st)
			3'b000:
			begin
				data_start <= 1'b0;
				data_end <= 1'b1;
				shift_count <= 4'b0;
			end
			3'b001:
			begin
				data_start <= 1'b0;
				data_end <= 1'b1;
				data_reg <= data_in;
			end
			3'b010:
			begin
				data_out <= data_start;
				data_start <= data_reg[0];
				data_reg[0] <= data_reg[1];
				data_reg[1] <= data_reg[2];
				data_reg[2] <= data_reg[3];
				data_reg[3] <= data_reg[4];
				data_reg[4] <= data_reg[5];
				data_reg[5] <= data_reg[6];
				data_reg[6] <= data_reg[7];
				data_reg[7] <= data_end;
				shift_count <= shift_count + 4'b1;
			end
			3'b011:
				;
			default:
				;
		endcase
	end
end
always @(*)
begin
	case(current_st)
		3'b000:
		begin
			if(time025 == 1'b1) begin	 
				next_st = 3'b001;
			end
			else begin
				next_st = 3'b000;
			end
		end
		3'b001:
		begin
			next_st = 3'b010;
		end
		3'b010:
		begin
			if(shift_count == 4'd10) begin	 
				next_st = 3'b011;
			end
			else begin
				next_st = 3'b010;		 
			end		
		end
		3'b011:
		begin
			next_st = 3'b000;
		end
		default:
			;
	endcase
end
always @(posedge clk_in or negedge reset)
begin
	if(reset == 1'b0) begin
		current_st <= 3'b000;
	end
	else begin
		current_st <= next_st;
	end
end
endmodule
```
**run.sh**
```bash
#!/bin/bash
# OpenROAD 26Q1-2900-gdf79404cd8, Yosys 0.63+post, stock flow scripts
make -C /OpenROAD-flow-scripts/flow DESIGN_CONFIG=/design/flow/config.mk WORK_HOME=/design/flow/orfs finish
```
**config.mk**
```make
export PLATFORM = sky130hd
export DESIGN_NAME = top
export DESIGN_NICKNAME = top
export VERILOG_FILES = /design/flow/design.v
export SDC_FILE = /design/flow/constraint.sdc
export NUM_CORES = 4
export LEC_CHECK = 1
export CORE_UTILIZATION = 40
```
**constraint.sdc**
```tcl
current_design top

set clk_period 3.5
set clk_io_pct 0.2

create_clock -name clk0 -period $clk_period [get_ports {clk_in}]

set non_clock_inputs [all_inputs -no_clocks]
set_input_delay [expr $clk_period * $clk_io_pct] -clock clk0 $non_clock_inputs
set_output_delay [expr $clk_period * $clk_io_pct] -clock clk0 [all_outputs]
```
==> qor.tcl <==
set qor(worstSetupStartpointType) {input port}
set qor(dominantRegCellSynth) {sky130_fd_sc_hd__dfrtp_1}
set qor(synth-cells-yosys) 351
set qor(yosys.cell_types.count) 47
set qor(finalWeightedCongestion) 0.764
set qor(final.fill_count) 897
set qor(routed_antenna_nets) 0
set qor(warning_count) 37
set qor(cp_data_required_time_ns) 3.66
set qor(clock_path_buffers) 2
set qor(timing.critical_path.arrival_ns) 1.93
set qor(switching_power_uw) 204
set qor(cts_made_buffers) 5
set qor(diodes) 0
set qor(cts_hold_repair.buffers) 0
set qor(hold_viol_final) 0
set qor(h_tree_level_count) 2
set qor(postSynth.asyncResetShare_pct) 75.6
set qor(critPathMaxFanout) 2
set qor(utilization_pct) 45.6
set qor(timing.final.crit_period_ns) 1.77
set qor(synth_warnings) 7
set qor(rows) 36
set qor(grt_antenna_before_repair) 0
set qor(cts.root.buffer_cell) {sky130_fd_sc_hd__clkbuf_8}
set qor(hp-start) {ct1.q1$_DFF_PN0_}
set qor(biggestRegsByFlops) {f9600.tim_tmp: 12 flops, t25.tmp: 12 flops}
set qor(die_width_um) 102
set qor(global_route.usage.total_pct) 12.9
set qor(internal_power_uw) 650
set qor(first_pass_grt_wire_length_um) 10500
set qor(powerDensity_nw_per_um2) 193
set qor(netSwitchingFraction_pct) 23.9
set qor(mostFrequentLayoutCell) {sky130_fd_sc_hd__dfrtp_1}
set qor(worstHoldPathType) {register to register}
set qor(max_freq_ghz) 0.565
set qor(edf_count) 18
set qor(clkTransAtPathRegs_ns) 0.06
set qor(routed-via-count) 2442
set qor(postRouteWirelength_um) 5760
set qor(dp_hpwl_um) 4120
set qor(most-common-layout-cells) {sky130_fd_sc_hd__dfrtp_1 (68), sky130_fd_sc_hd__nand2_1 (33), sky130_fd_sc_hd__nor2_1 (27)}
set qor(first_global_vias) 2304
set qor(drc) 0
set qor(chip_area_um2) 10400
set qor(drive_gt1_share_pct) 7.51
set qor(share_seq_of_total_power_pct) 49.1
set qor(critPathCaptureType) {register}
set qor(max-slew-margin-rel_pct) 49.0
set qor(yosys.stat.chipArea_um2) 3980
set qor(min_period_over_period_pct) 50.6
set qor(overflow) 0
set qor(largest_net_degree_at_the_start_of_global_routing) 57
set qor(unconstrained_endpoints) 86
set qor(share_comb_of_total_power_pct) 8.9
set qor(leakagePower_uw) 0.00190
set qor(tritoncts) {built}
set qor(fin_worst_hold_slack_ns) 0.369
set qor(route.detailed.vias_per_inst) 4.83
set qor(timing.setup.tns_ns) 0
set qor(avgSynthCellArea_um2) 11.3
set qor(first_pass_iters) 4
set qor(clock_skew_ns) 0.00608
set qor(setup.worst_path.class) {input port to register}
set qor(syn_area_um2) 3980
set qor(area_growth_pct) 11.4
set qor(finalMaxSlewViolations) 0
set qor(outcome) {complete, no violations}
set qor(drt-wirelength-per-cell_um) 11.4
set qor(synth-seq-cells) 90
set qor(io_pins) 20
set qor(unrepaired_setup_endpoints_after_global_routing) {no}
set qor(drt_first_iter_violations) 66
set qor(post_synth_inst_count) 351
set qor(multi_input_comb_area_um2) 1570
set qor(worst_skew_pair.late_latency_ns) 0.28
set qor(max_cap_violations) 0
set qor(irDropWorstVdd_uv) 391
set qor(ctsResizeCount) 0
set qor(post-cts-setup-buffer-count) 0
set qor(register_pins_left_without_a_clock) 59
set qor(critical_path.startpoint) {sig_in[2]}
set qor(p_clk_share_pct) 42.0
set qor(die_y_um) 102
set qor(crit-reg2reg-launch) {ct1.q2$_DFF_PN0_}
set qor(final-setup-viol-count) 0
set qor(initCoreUtil_pct) 40.9
set qor(timing_worst_slew_pin_value_ns) 0.765
set qor(total_of_buffers_placed_on_input_and_output_ports) 19
set qor(layout.area.seq_um2) 2300
set qor(core_region_area_um2) 9730
-- final cells by class --
type                            count  share of cell area, %
Clock buffer                        6                   1.86
Clock inverter                      2                  0.790
Inverter                           18                   1.52
Multi-Input combinational cell    235                   35.5
Sequential cell                    90                   51.9
Tap cell                          133                   3.75
Timing Repair Buffer               22                   4.68
-- metrics by stage --
| step | cells | instance area [µm²] | setup WS, ns | total power (µW) |
|---|---|---|---|---|
| final | 506 | 4440 | 1.73 | 855 |
| after detailed placement | 498 | 4320 | 1.43 | 503 |
| after global placement | 498 | 4320 | 1.45 | 502 |
| after global routing | 506 | 4440 | 1.70 | 904 |
| after CTS | 506 | 4440 | 1.72 | 866 |
| after floorplan | 352 | 3990 | 1.89 | 459 |
-- worst paths after layout --
| check | endpoint | slack [ns] | cells past startpoint |
|---|---|---|---|
| min | ct1.q2$_DFF_PN0_ | 0.37 | 0 |
| max | ct1.q1$_DFF_PN0_ | 1.73 | 5 |
| min in group asynchronous | f9600.tim_tmp[2]$_DFF_PN0_ | 0.41 | 1 |
| max in group asynchronous | ct1.counter[7]$_DFFE_PN0P_ | 2.34 | 2 |
| min reg2reg | ct1.q2$_DFF_PN0_ | 0.37 | 0 |
| max reg2reg | ct1.counter[7]$_DFFE_PN0P_ | 1.90 | 4 |
-- synth_stat cells (all sizes together), types with 8 or more instances --
cell type | number | area share, %
a21oi | 9 | 1.1
and3 | 9 | 1.5
dfrtp | 68 | 43
edfxtp | 18 | 14
ha | 20 | 6.3
inv | 18 | 1.7
mux2 | 9 | 2.6
nand2 | 33 | 3.1
nand2b | 10 | 1.6
nand3 | 15 | 1.9
nand4 | 8 | 1.3
nor2 | 27 | 2.5
o21ai | 23 | 2.9
xnor2 | 11 | 2.4
xor2 | 14 | 3.1
-- critical path, stage by stage --
cell	delay, ns
sky130_fd_sc_hd__clkdlybuf4s50_1	0.40
sky130_fd_sc_hd__mux2_4	0.26
sky130_fd_sc_hd__and3_4	0.18
sky130_fd_sc_hd__nor4b_4	0.30
sky130_fd_sc_hd__nor2_1	0.08
-- routing by layer --
| metal | track usage, % | share of wire (%) |
|---|---|---|
| met3 | 1.75 | 2.3 |
| met1 | 20.7 | 51 |
| met2 | 20.2 | 46 |
| met4 | 1.45 | 1.2 |
| met5 | 0 | 0 |
-- logic make-up after synthesis --
group           synth area share, %
compound gates                 8.17
xor+xnor                       5.50
fa+ha+maj                      6.28
buf+inv                        2.76
flops                          56.3
latches                        1.51
mux                            3.14
other cells                  0.0942
simple gates                   16.2
-- power by group through the flow --
stage | combinational, µW | clock, µW | sequential, µW
global route | 89.7 | 388 | 426
finish | 76.1 | 359 | 419
CTS | 78.9 | 368 | 419
No activity file was given, so power comes from the tool's default toggle rates.
